## ./run.sh

```bash
#!/bin/bash
# OpenROAD 26Q1-2900-gdf79404cd8, Yosys 0.63+post, stock flow scripts
make -C /OpenROAD-flow-scripts/flow DESIGN_CONFIG=/design/flow/config.mk WORK_HOME=/design/flow/orfs finish
```

## ./config.mk

```make
export PLATFORM = sky130hd
export DESIGN_NAME = multiplier_fu
export DESIGN_NICKNAME = multiplier_fu
export VERILOG_FILES = /design/flow/design.v
export SDC_FILE = /design/flow/constraint.sdc
export NUM_CORES = 4
export LEC_CHECK = 1
export CORE_UTILIZATION = 30
```

## ./constraint.sdc

```tcl
current_design multiplier_fu

set clk_period 29.3
set clk_io_pct 0.2

create_clock -name clk0 -period $clk_period [get_ports {clk}]

set non_clock_inputs [all_inputs -no_clocks]
set_input_delay [expr $clk_period * $clk_io_pct] -clock clk0 $non_clock_inputs
set_output_delay [expr $clk_period * $clk_io_pct] -clock clk0 [all_outputs]
```

## ./design.v

```verilog
module multiplier_fu #(
    parameter width = 32,
    parameter out_width = width+width
)(
    input  wire                   clk,
    input  wire                   reset,
    input  wire                   on_off,
    input  wire [width-1:0]       a,
    input  wire [width-1:0]       b,
    output wire                   ack,
    output wire [out_width-1:0]   c
);
    logic [out_width-1:0]         product_reg;
    logic                         ack_reg;
    always_ff @(posedge clk) begin
        if (reset || !on_off) begin
            product_reg <= {out_width{1'b0}};
            ack_reg   <= 1'b0;
        end else begin
            product_reg <= a * b;
            ack_reg   <= 1'b1;
        end
    end
    assign c   = product_reg;
    assign ack = ack_reg;
endmodule
```

==> out/qor.yml <==
clock_tree:
  root_buffer: "clkbuf_16"
  cts_max_level: 3
  cts.reportedPaths.clkPinSlew_ns: 0.07
  cts_tree: "done"
  cts_hold_buf: 0
  cts_buffers: 9
  cts_setup_buffers: 0
  clockBufferDepth: 2
  clkSinkCount: 65
  post_cts_resized: 0
routing:
  n_antenna_cell: 0
  final_antenna_net_count: 0
  drc: 0
  avgViaCountPerCell: 4.63
  drt_iter0_markers: 988
  wl_um: 93100
  route.detailed.wl_per_inst_um: 17.3
  drt_pass1_iterations: 5
  vias: 24900
layout:
  largest_register_ffs: 64
  drive_gt1_share_pct: 2.89
  fin_util_pct: 33.0
  area_delta_synth_final_pct: 9.00
  nFillCells: 11900
  final_cell_mix: "fa_1, inv_1, and2_1"
  final_common_cell: "fa_1"
  layoutNonFillerInstCount: 5365
final_timing:
  final.setup.tns_ns: 0
  max_slew_margin_pct: 52.2
  fin_crit_sh_pct: 46.5
  hold_violations: 0
  drv_slew: 0
  post-route-min-period_ns: 13.63
  rsz0062_at_grt: "false"
  fin_ws_ns: 15.67
  setup_viol: 0
  worst_pin_slew_ns: 0.717
  fmax_ghz: 0.0734
critical_path:
  start_kind: "primary input"
  crit_end: "product_reg[62]$_SDFF_PN0_"
  crit_arrival_ns: 13.87
  cp-startpoint: "a[25]"
  critical_path_class: "in2reg"
  crit_required_ns: 29.53
  cp-end-kind: "register"
  crit_fanout: 32
synthesis:
  ys.flops: 65
  ys_cells: 3850
  ys.flop_type: "dfxtp_1"
  netlist_area_um2: 35100
  async_reset_ff_share_pct: 0
  yosys_area_um2: 35100
  edf_count: 0
  yosysWarnings: 1
  synth_seq_share_pct: 3.70
  synthCells: 3850
  yosysUniqueCellTypes: 66
  syn-mean-instance-area_um2: 9.12
floorplan:
  initial_core_util_pct: 30.2
  pin_count: 132
  placementRows: 125
  dieArea_um2: 118000
  die_x_um: 344
  die_h_um: 344
  core_area_um2: 116000
global_route:
  grt_usage_pct: 17.4
  grt_pass1_wl_um: 151000
  grt_overflow_total: 0
  antenna_found_initial: 1
  grt_max_degree: 33
  grt_pass1_vias: 26900
placement:
  dp_cells: 5349
  place_congestion: 0.935
  port_buffers: 131
  hpwl_um: 75300
  pre_cts_ws_ns: 15.21
job:
  warnings: 25
  drv_cap: 0
hold_path:
  hold_class: "in2reg"
run_status:
  status: "finished, final reports clean"
==> routing by layer <==
layer	track usage (%)	vias to the layer above	wire, um
met5	0	-	0
met4	3.36	0	2260
met3	6.30	131	7900
met2	28.5	856	46600
met1	22.7	12700	36400
li1	-	11100	-
==> final cells by class <==
type / instances / area [um^2] / share of cell area (%)
tap: 1524 / 1910 / 4.98
inverter: 870 / 3270 / 8.53
clock buffer: 10 / 239 / 0.624
clock inverter: 6 / 91.3 / 0.239
multi-input combinational: 2691 / 29700 / 77.5
timing repair buffer: 199 / 1820 / 4.76
sequential: 65 / 1300 / 3.40
==> worst max-delay path: stages <==
cell and delay [ns]:
clkdlybuf4s50_1 0.46, buf_4 0.41, and2_1 0.22, fa_1 0.45, fa_1 0.57, inv_1 0.06, fa_1 0.53, inv_1 0.05
fa_1 0.49, inv_1 0.05, fa_1 0.41, inv_1 0.09, fa_1 0.43, fa_1 0.54, inv_1 0.06, fa_1 0.47
inv_1 0.04, ha_1 0.42, nand2_1 0.17, nor3_1 0.53, nand4_1 0.16, nor3_1 0.33, a211oi_2 0.19, o2111a_1 0.32
o31ai_1 0.30, nand2_1 0.08, nor3b_1 0.14
==> cells by family (layout without fill, tap and decap cells) <==
kind of cell	after synthesis	in the layout	share of synthesized area, %
AND-OR/OR-AND	228	228	4.45
XOR/XNOR	49	49	1.22
adder cells (fa/ha/maj)	1159	1159	60.4
buffers and inverters	1094	1085	11.9
flip-flops	65	65	3.70
multiplexers	3	3	0.0855
AND/OR/NAND/NOR	1252	1252	18.3
==> cell usage after synthesis, types with 3 or more instances <==
| library cell | n | area, um^2 |
|---|---|---|
| nor3_1 | 12 | 60.1 |
| xor2_1 | 19 | 166 |
| a211oi_1 | 5 | 37.5 |
| o31ai_1 | 7 | 52.6 |
| o21ai_0 | 35 | 175 |
| a21oi_1 | 69 | 345 |
| o2111ai_1 | 4 | 35.0 |
| a311oi_1 | 3 | 26.3 |
| and2_1 | 602 | 3770 |
| buf_2 | 4 | 20.0 |
| nor3b_1 | 4 | 30.0 |
| a211oi_2 | 4 | 50.1 |
| xnor2_1 | 30 | 263 |
| nand2_1 | 483 | 1810 |
| clkbuf_1 | 211 | 792 |
| a21boi_0 | 3 | 22.5 |
| nor2_1 | 84 | 315 |
| o221ai_1 | 3 | 26.3 |
| fa_1 | 896 | 17900 |
| inv_1 | 870 | 3270 |
| a21o_1 | 28 | 210 |
| ha_1 | 263 | 3290 |
| o21bai_1 | 18 | 135 |
| nand3_1 | 12 | 60.1 |
| buf_6 | 6 | 67.6 |
| mux2i_1 | 3 | 30.0 |
| dfxtp_1 | 65 | 1300 |
| nor2b_1 | 4 | 25.0 |
| o21a_1 | 9 | 67.6 |
| o21ai_1 | 3 | 15.0 |
| and3_1 | 12 | 75.1 |
| a31oi_1 | 9 | 56.3 |
| nand4_1 | 23 | 144 |
==> how the worst min path moves through the flow <==
stage     from                        end  slack (ns)  cells past startpoint
6_report  a[0]  product_reg[0]$_SDFF_PN0_        6.32                      3
5_1_grt   a[0]  product_reg[0]$_SDFF_PN0_        6.31                      3
4_1_cts   a[0]  product_reg[0]$_SDFF_PN0_        6.29                      3
==> per-stage QoR <==
| stage | instance area [um^2] | hold WS [ns] |
|---|---|---|
| 2_1_floorplan | 35100 | 6.01 |
| 3_3_place_gp | 38000 | 6.52 |
| 3_5_place_dp | 38000 | 6.52 |
| 4_1_cts | 38300 | 6.29 |
| 5_1_grt | 38300 | 6.31 |
| 6_report | 38300 | 6.32 |
